`flow/run.sh`:
```
#!/bin/bash
# OpenROAD 26Q1-2900-gdf79404cd8, Yosys 0.63+post, stock flow scripts
make -C /OpenROAD-flow-scripts/flow DESIGN_CONFIG=/design/flow/config.mk WORK_HOME=/design/flow/orfs finish
```
`flow/config.mk`:
```
export PLATFORM = sky130hd
export DESIGN_NAME = microwave
export DESIGN_NICKNAME = microwave
export VERILOG_FILES = /design/flow/design.v
export SDC_FILE = /design/flow/constraint.sdc
export NUM_CORES = 4
export LEC_CHECK = 1
export CORE_AREA = 10 10 70 70
export DIE_AREA = 0 0 80 80
```
`flow/constraint.sdc`:
```
current_design microwave

set clk_period 1.2
set clk_io_pct 0.2

create_clock -name clk0 -period $clk_period [get_ports {clk}]

set non_clock_inputs [all_inputs -no_clocks]
set_input_delay [expr $clk_period * $clk_io_pct] -clock clk0 $non_clock_inputs
set_output_delay [expr $clk_period * $clk_io_pct] -clock clk0 [all_outputs]
```
`flow/design.v`:
```
module microwave(input logic clk, nrst,door,start,finish,
               output logic heat,light,bell );
  const logic [2:0] CLOSED = 3'b000,
  					COOK   = 3'b001,
  					PAUSE  = 3'b010,
  					BELL   = 3'b011,
  					OPEN   = 3'b100;
  logic [2:0] state;
  always_comb begin
    light = 0;
    heat  = 0;
    bell  = 0;
    unique case(state)
      CLOSED: begin light = 0; heat = 0; bell = 0; end
      COOK:   begin light = 1; heat = 1; bell = 0; end
      PAUSE:  begin light = 1; heat = 0; bell = 0; end
      BELL:   begin light = 0; heat = 0; bell = 1; end
      OPEN:	  begin light = 1; heat = 0; bell = 0; end
    endcase
  end
  always_ff @(posedge clk or negedge nrst)
    if(!nrst) state <= CLOSED;
  else unique case(state)
    CLOSED: begin 
      if(door) state <= OPEN;
      else if (start & !door) state <= COOK;
    end
    COOK: begin 
      if(door) state <= PAUSE;
      else if (!door & finish) state <= BELL;
    end
    PAUSE: begin
      if(!door) state <= COOK;
    end
    BELL: begin
      if(door) state <= OPEN;
    end
    OPEN: begin
      if(!door) state <= CLOSED;
    end
  endcase
endmodule
```
==> impl_metrics.py <==
# Synthesis and PnR figures
metrics = {
    "critical_path": {
        "worst_ep_required_time_ns": 0.96,
        "critical_path_arrival_ns": 1.11,
        "end_kind": "output port",
        "rr_startpoint": "state[1]$_DFF_PN0_",
        "crit_start": "state[2]$_DFF_PN0_",
        "crit_fanout": 3,
        "cp-start-kind": "flop",
        "crit_type": "flop to output port",
    },
    "placement": {
        "io_buffers": 7,
        "dp_worst_setup_slack_ns": -0.373,
        "gp_congestion": 0.619,
        "dp_hpwl_um": 518,
        "placed_cell_area_um2": 370,
    },
    "power_and_ir_drop": {
        "leakagePower_nw": 0.168,
        "ir_worst_vdd_mv": 0.256,
        "p_per_area_mw_per_mm2": 1280,
        "power_w": 0.000525,
    },
    "cts": {
        "numClockSinks": 5,
        "clockBufferDepth": 2,
        "cts_tree": "built",
        "cts.clk_slew.worst_paths_ns": 0.05,
        "root_buffer": "clkbuf_4",
        "ctsHoldBuffers": 0,
        "cts_inserted_buffers": 3,
        "insertion_delay_ns": 0.24,
        "h-tree-depth": 1,
    },
    "sta": {
        "finalHoldViolCount": 0,
        "min_period_ns": 1.35,
        "max_slew_margin_pct": 84.6,
        "fin_ws_ns": -0.150,
        "slew_viol_final": 0,
        "period_used_pct": 113,
        "rsz0062_at_grt": "true",
        "tightest_slew_ns": 0.230,
        "max_freq_ghz": 0.741,
        "finalSetupViolCount": 3,
        "skew_ns": 0.00264,
    },
    "die": {
        "io_pins": 8,
        "core_util_floorplan_pct": 6.01,
        "dieHeight_um": 80,
        "core-area_mm2": 0.00342,
        "die_w_um": 80,
        "die_area_mm2": 0.00640,
        "rows": 21,
    },
    "outcome": {
        "violations": "negative setup slack",
        "status": "complete, but fails checks",
    },
    "routing": {
        "wire_per_inst_um": 7.71,
        "met3_length_um": 83,
        "drtIter0Drc": 13,
        "wl_met2_um": 326,
        "drcViolationCount": 0,
        "firstDrtPassIters": 4,
        "drt-total-wl_um": 632,
        "postRouteAntennaNets": 0,
        "met1Wirelength_um": 223,
        "num_vias": 205,
        "via_per_inst": 2.50,
        "topRoutingLayerUsed": "met3",
        "antenna_cells": 0,
    },
    "synth": {
        "ys_seq_share_pct": 61.6,
        "ys_area_um2": 205,
        "ys_ff": 5,
        "synth_warnings": 1,
        "synth_area_um2": 205,
        "ys_cells": 19,
        "synth_cell_type_count": 12,
        "synth_area_per_cell_um2": 10.8,
        "synthCells": 19,
    },
    "global_routing": {
        "grt_pass1_vias": 211,
        "grt_overflow_total": 0,
        "antenna_found_initial": 0,
        "grt_max_degree": 6,
        "grtUsageTotal_pct": 2.06,
        "grt_pass1_wl_um": 952,
    },
    "layout": {
        "comb_area_um2": 92.6,
        "largest_reg_flops": 5,
        "seqCellArea_um2": 128,
        "n_fill_cell": 396,
        "fin_util_pct": 12.1,
        "drive_above_1_share_pct": 44.4,
        "postLayoutCellArea_um2": 412,
        "top_regs": "state: 5 flops",
        "mostFrequentLayoutCells": "6 x buf_4, 4 x clkdlybuf4s50_1, 3 x clkbuf_4, 3 x buf_2, 3 x dfrtp_1",
        "lay_top_count": "buf_4",
        "top_register": "state",
        "areaGrowthSynthToFinish_pct": 101,
    },
    "job": {
        "max_cap_violations": 0,
        "warnings": 27,
    },
    "worst_hold_path": {
        "hp-class": "input port to async pin",
    },
}
-- path summary, 6_finish.rpt --
path                                 endpoint  slack (ns)  cells past startpoint
max in group asynchronous  state[0]$_DFF_PN1_        0.72                      1
min in group clk0          state[3]$_DFF_PN0_        0.61                      3
hold / removal             state[3]$_DFF_PN0_        0.22                      1
hold reg to reg            state[0]$_DFF_PN1_        0.65                      3
setup / recovery                        light       -0.15                      2
setup reg to reg           state[1]$_DFF_PN0_        0.22                      2
-- metrics by stage --
stage / hold WS [ns] / setup TNS [ns] / std cells
detailed placement: 0.484 / -0.779 / 77
global route: 0.227 / -0.506 / 82
finish: 0.221 / -0.318 / 82
global placement: 0.481 / -0.765 / 77
CTS: 0.228 / -0.378 / 82
floorplan: -0.0556 / 0 / 19
-- cell usage after synthesis --
master    count  share of area (%)
nand2b_1      2                6.1
o21a_1        1                3.7
a31oi_1       1                3.1
nor2_1        1                1.8
nand2_1       1                1.8
dfrtp_1       4                 49
or3_1         1                3.1
nor4_1        2                6.1
a21oi_1       2                4.9
inv_1         2                3.7
dfstp_2       1                 13
o31a_1        1                4.3
-- kinds of logic (layout without fill, tap and decap cells) --
group           after synthesis  after routing  synth area share [%]
buf+inv                       2             19                  3.66
simple gates                  7              7                  18.9
flops                         5              5                  61.6
compound gates                5              5                  15.9
-- worst max-delay path, cell delays in order (launching register included) --
cell and delay (ns):
dfrtp_1 0.39, or3_1 0.36, buf_2 0.12
-- report_power, final --
part | switching, W | internal (W) | total (W) | leakage (nW)
Combinational | 0.0000392 | 0.0000855 | 0.000125 | 0.0896
Clock | 0.0000694 | 0.000126 | 0.000195 | 0.0150
Sequential | 0.0000178 | 0.000188 | 0.000205 | 0.0634
Total | 0.000126 | 0.000399 | 0.000525 | 0.168
-- timing repair --
action,in CTS,in global routing
pin swaps,3,0
setup endpoints to repair,3,3
gates resized,12,1
buffers inserted,1,0
-- area by class of cell --
cell class                      instances  area share (%)
Timing Repair Buffer                   13            24.3
Multi-Input combinational cell         12            22.5
Inverter                                2            1.82
Tap cell                               46            14.0
Clock buffer                            4            6.38
Sequential cell                         5            31.0
-- metal layers --
metal	vias to the layer above	global-route usage, %
met5	-	0
met4	0	0
met3	0	2.27
met2	5	3.21
met1	99	1.94
li1	101	-
Power is estimated from default activity; no workload was simulated.
