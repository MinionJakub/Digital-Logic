--- config.mk ---
export PLATFORM = sky130hd
export DESIGN_NAME = s16bit
export DESIGN_NICKNAME = s16bit
export VERILOG_FILES = /design/flow/design.v
export SDC_FILE = /design/flow/constraint.sdc
export NUM_CORES = 4
export LEC_CHECK = 1
export CORE_AREA = 10 10 91 91
export DIE_AREA = 0 0 101 101
--- constraint.sdc ---
current_design s16bit

set clk_period 5.0
set clk_io_pct 0.2

create_clock -name clk0 -period $clk_period

set non_clock_inputs [all_inputs -no_clocks]
set_input_delay [expr $clk_period * $clk_io_pct] -clock clk0 $non_clock_inputs
set_output_delay [expr $clk_period * $clk_io_pct] -clock clk0 [all_outputs]
--- design.v ---
module or_and(output [0:3] ands, ors, input [0:3] num1, num2);
  assign ands[0] = num1[0] && num2[0];
  assign ands[1] = num1[1] && num2[1];
  assign ands[2] = num1[2] && num2[2];
  assign ands[3] = num1[3] && num2[3];
  assign ors[0] = num1[0] || num2[0];
  assign ors[1] = num1[1] || num2[1];
  assign ors[2] = num1[2] || num2[2];
  assign ors[3] = num1[3] || num2[3];
endmodule 
module s4bit(output G,P, output [0:3] value, input c_0, input [0:3] num1, num2);
  wire [0:3] g,p;
  wire [0:2]c;
  assign value[0] = c_0 ^ num1 [0] ^ num2[0];
  or_and g_p(g,p,num1,num2);
  assign c[0] = (p[0] && c_0) || g[0]; 
  assign value[1] = c[0] ^ num1[1] ^ num2[1];
  assign c[1] = (p[0] && p[1] && c_0) || (p[1] && g[0]) || g[1];
  assign value[2] = c[1] ^ num1[2] ^ num2[2];
  assign c[2] = (p[0] && p[1] && p[2] && c_0) ||(g[0] && p[1] && p[2]) || (g[1] && p[2]) 
                || g[2];
  assign value[3] = c[2] ^ num1[3] ^ num2[3];
  assign P = p[0] && p[1] && p[2] && p[3];
  assign G = g[0] && p[1] && p[2] && p[3] || g[1] && p[2] && p[3] || g[2] && p[3] || g[3];
endmodule
module s16bit(output G,P, output [0:15] value, input c_0, input [0:15] n1, n2);
  wire  [0:3] g,p;
  wire 	[0:2] c;
  s4bit first_q(g[0],p[0],value[0:3],c_0,n1[0:3],n2[0:3]);
  assign c[0] = (p[0] && c_0) || g[0];
  s4bit second_q(g[1],p[1],value[4:7],c[0],n1[4:7],n2[4:7]);
  assign c[1] = (p[0] && p[1] && c_0) || (p[1] && g[0]) || g[1];
  s4bit third_q(g[2],p[2],value[8:11],c[1],n1[8:11],n2[8:11]);
  assign c[2] = (p[0] && p[1] && p[2] && c_0) ||(g[0] && p[1] && p[2]) || (g[1] && p[2]) 
                || g[2];
  s4bit fourth_q(g[3],p[3],value[12:15],c[2],n1[12:15],n2[12:15]);
  assign P = p[0] && p[1] && p[2] && p[3];
  assign G = g[0] && p[1] && p[2] && p[3] || g[1] && p[2] && p[3] || g[2] && p[3] || g[3];
endmodule
--- run.sh ---
#!/bin/bash
# OpenROAD 26Q1-2900-gdf79404cd8, Yosys 0.63+post, stock flow scripts
make -C /OpenROAD-flow-scripts/flow DESIGN_CONFIG=/design/flow/config.mk WORK_HOME=/design/flow/orfs finish
==> flow_summary_export.csv <==
group,metric,value,unit
outcome,status,"completed",
clocking,postCtsSetupRepairBufs,0,
floorplan,fp.dieW,101,µm
placed_design,dp_cells,228,
synthesis,postSynthSeqShare,0,%
worst_setup_path,critical_path.most_common_cell,"clkdlybuf4s50_1",
grt,antenna_found_initial,0,
synthesis,yosys.area_share.simple,13.4,%
floorplan,die.size.y,101,µm
finish,seq_cells,0,
finish,clkbuf_count,0,
drt,routed_wl,2560,µm
worst_setup_path,arrival,3660,ps
finish,seq_area,0,µm²
worst_setup_path,crit_type,"in -> out",
power,total_power,0.173,mW
run,tool_warnings,32,
placed_design,dp_hpwl,2310,µm
grt,grt_usage,4.65,%
clocking,hold_buffers,0,
synthesis,synth-xor-area-share,28.0,%
worst_setup_path,critPathMaxStageDelay,520,ps
worst_setup_path,cp-start-kind,"input pin",
synthesis,yosys_area,749,µm²
grt,grt_pass1_wl,4070,µm
worst_setup_path,startpoint,"n2[1]",
drt,num_vias,886,
floorplan,initCoreUtil,11.8,%
drt,drc,0,
synthesis,synthesis.instances,100,
power,vdd_ir_drop_max,0.0476,mV
worst_setup_path,crit_fanout,6,
final_timing,fmax,214,MHz
placed_design,io_buffer_count,51,
synthesis,syn_area,749,µm²
synthesis,muxShareOfSynthArea,0,%
clocking,cts_resized,0,
finish,drive_above_1_share,7.95,%
placed_design,dpl_cell_area,0.00136,mm²
final_timing,period_needed,4660,ps
floorplan,io_pins,51,
synthesis,yosys.area_share.adder,16.4,%
finish,area_growth,81.6,%
synthesis,yosys-stat-cells,100,
grt,grt_pass1_vias,869,
synthesis,yosys.area_share.aoi,37.2,%
worst_setup_path,slowest_stage,"clkdlybuf4s50_1",
final_timing,worst_pin_slew,475,ps
run,drv_cap,0,
drt,wl_per_cell,11.2,µm
worst_hold_path,min_path_type,"in -> out",
drt,drtIter0Drc,21,
worst_setup_path,critical_path.cell_chain,"clkdlybuf4s50_1, o211ai_1, a31oi_1, a21o_4, a21bo_4, a21oi_1, inv_1, fa_1, xnor2_1, clkdlybuf4s50_1",
drt,drt_pass1_iterations,4,
final_timing,tns,0,ps
grt,grt_overflow,0,
final_timing,rsz0062_at_grt,"no",
drt,antenna-diode-count,0,
synthesis,logic_family,"AND-OR/OR-AND gates",
power,cellPowerDensity,127,mW/mm²
final_timing,report.final.slew_viol_count,0,
floorplan,num_rows,29,
final_timing,fin_crit_sh,93.2,%
drt,vias_per_cell,3.89,
power,cellLeakagePower,0.475,nW
worst_setup_path,required,4000,ps
finish,final_area,0.00136,mm²
synthesis,yosysWarnings,0,
worst_setup_path,critical_path.endpoint,"value[13]",
synthesis,avgSynthCellArea,7.49,µm²
worst_setup_path,end_kind,"output port",
final_timing,relSlewSlack,68.0,%
grt,grt_max_degree,7,
floorplan,core_region_area,0.00635,mm²
synthesis,synth_cell_types,33,
placed_design,gp_congestion,0.799,
final_timing,finalSetupViolCount,0,
floorplan,dieArea,0.0102,mm²
final_timing,hold_viol_final,0,
finish,final_cells,228,
drt,ant_nets,0,
==> cells in the mapped netlist <==
master | n | area, µm²
nor3_1 | 1 | 5.00
nand2_1 | 7 | 26.3
o21ai_0 | 3 | 15.0
a21bo_4 | 1 | 16.3
a21o_4 | 1 | 15.0
a221oi_2 | 1 | 15.0
xnor2_1 | 20 | 175
o221ai_1 | 1 | 8.76
nor4_1 | 1 | 6.26
o221a_2 | 1 | 11.3
nor2_1 | 10 | 37.5
maj3_2 | 2 | 22.5
a21oi_4 | 1 | 16.3
a22oi_1 | 3 | 22.5
o22ai_1 | 4 | 25.0
a211o_1 | 1 | 8.76
o31ai_1 | 1 | 7.51
o31ai_2 | 1 | 12.5
inv_1 | 9 | 33.8
a211oi_1 | 1 | 7.51
maj3_1 | 2 | 20.0
a2111oi_2 | 1 | 15.0
or3_1 | 1 | 6.26
nand2b_1 | 2 | 12.5
xor2_1 | 4 | 35.0
o21bai_1 | 1 | 7.51
fa_1 | 4 | 80.1
a31oi_1 | 1 | 6.26
o211ai_1 | 2 | 15.0
nor2_2 | 1 | 6.26
inv_2 | 1 | 3.75
a21oi_1 | 9 | 45.0
o22a_1 | 1 | 8.76
==> how the worst min path moves through the flow <==
stage         start        to  slack [ps]  depth (start not counted)
finish        n2[9]  value[9]        3030                          3
global route  n2[9]  value[9]        3060                          3
CTS           n2[9]  value[9]        3050                          3
==> per-layer routing <==
| layer | track usage [%] | up-vias | wire, µm |
|---|---|---|---|
| met5 | 0 | - | 0 |
| met4 | 0 | 0 | 0 |
| met3 | 1.04 | 0 | 222 |
| met2 | 7.62 | 30 | 1150 |
| met1 | 6.47 | 396 | 1190 |
| li1 | - | 460 | - |
==> worst max-delay path, delay by kind of cell <==
kind                       cells  cell delay (ps)
AOI/OAI and AO/OA              5             1030
xor gates and xnor gates       1              170
adders and majority gates      1              380
buffers and inverters          3             1080
==> area by class of cell <==
cell class         count  area, µm²
multi-input cells     90        717
inverters             10       37.5
well taps             77       96.3
fillers              684       4990
repair buffers        51        510
==> through the flow <==
stage	setup slack (ps)	utilization (%)	hold slack (ps)
floorplan	1520	-	2030
global placement	319	21.4	3040
detailed placement	283	21.4	3050
CTS	237	21.4	3050
global route	59.4	21.4	3060
finish	338	21.4	3030
==> power by group <==
group	internal [mW]	switching [mW]	leakage [nW]
Clock	0	0	0
Combinational	0.112	0.0610	0.475
Sequential	0	0	0
Total	0.112	0.0610	0.475
==> cell usage in the layout (no fill, tap or decap) <==
cell,synthesis,routed
nor4_1,1,1
o31ai_1,1,1
o21ai_0,3,3
a21oi_1,9,9
a31oi_1,1,1
a22oi_1,3,3
o21bai_1,1,1
o22ai_1,4,4
clkdlybuf4s50_1,0,51
nor2_2,1,1
a211o_1,1,1
a2111oi_2,1,1
inv_1,9,9
or3_1,1,1
maj3_2,2,2
a21o_4,1,1
xor2_1,4,4
nor2_1,10,10
o31ai_2,1,1
a211oi_2,0,1
a221oi_2,1,1
a21bo_4,1,1
inv_2,1,1
a21oi_4,1,1
fa_1,4,4
nand2b_1,2,2
nand2_1,7,7
o211ai_1,2,2
maj3_1,2,2
o221a_2,1,1
o22a_1,1,1
nor3_1,1,1
o221ai_1,1,1
xnor2_1,20,20
==> cells by family (layout without fill, tap and decap cells) <==
logic type,count (synthesis),count (layout)
buf+inv,10,61
compound gates,35,35
simple gates,23,23
xor+xnor,24,24
fa+ha+maj,8,8
Power is estimated from default activity; no workload was simulated.
