==> design/flow/design.v <==
module selection_sort(
    input clk,
    input nrst,     
    input start,
    input wr,
    input [2:0] addr,
    input [7:0] datain,
    output logic [7:0] dataout,
    output logic ready
);
    logic [7:0] d [0:7];  
  	logic [3:0] i, j, jm;
    logic [7:0] c, m;
    logic sorting;
    always @(posedge clk or negedge nrst) begin
        if (!nrst) begin
            ready <= 1;
            sorting <= 0;
            i <= 0;
            j <= 0;
            jm <= 0;
            c <= 0;
            m <= 0;
        end else begin
            if (ready && start) begin
                ready <= 0;
                sorting <= 1;
                i <= 0;
            end else if (sorting) begin
              if (i < 8) begin
                    if (j == 0) begin
                        j <= i + 1;
                        jm <= i;
                        m <= d[i];
                        c <= d[i + 1];
                    end else if (j < 8) begin
                        if (c < m) begin
                            m <= c;
                            jm <= j;
                        end
                        j <= j + 1;
                        c <= d[j + 1];
                    end else begin
                        if (i != jm) begin
                            d[jm] <= d[i];
                            d[i] <= m;
                        end
                        i <= i + 1;
                        j <= 0;
                    end
                end else begin
                    ready <= 1;
                    sorting <= 0;
                end
            end else if (ready) begin
                if (wr) begin
                    d[addr] <= datain;
                end else begin
                    dataout <= d[addr];
                end
            end
        end
    end
endmodule
module cir(
    input clk,
    input nrst,
    input start,
    input wr,
    input [2:0] addr,
    input [7:0] datain,
    output logic [7:0] dataout,
    output logic ready
);
  selection_sort x(clk, nrst, start, wr, addr, datain, dataout, ready);
endmodule
==> design/flow/run.sh <==
#!/bin/bash
# OpenROAD 26Q1-2900-gdf79404cd8, Yosys 0.63+post, stock flow scripts
make -C /OpenROAD-flow-scripts/flow DESIGN_CONFIG=/design/flow/config.mk WORK_HOME=/design/flow/orfs finish
==> design/flow/config.mk <==
export PLATFORM = sky130hd
export DESIGN_NAME = cir
export DESIGN_NICKNAME = cir
export VERILOG_FILES = /design/flow/design.v
export SDC_FILE = /design/flow/constraint.sdc
export NUM_CORES = 4
export LEC_CHECK = 1
export CORE_UTILIZATION = 30
==> design/flow/constraint.sdc <==
current_design cir

set clk_period 4.8
set clk_io_pct 0.2

create_clock -name clk0 -period $clk_period [get_ports {clk}]

set non_clock_inputs [all_inputs -no_clocks]
set_input_delay [expr $clk_period * $clk_io_pct] -clock clk0 $non_clock_inputs
set_output_delay [expr $clk_period * $clk_io_pct] -clock clk0 [all_outputs]
==> results_slide.txt <==
Implementation Results

Clocking
  • Worst-Skew Late Latency: around 0.36 ns
  • CTS tree: built
  • Clk root buf: clkbuf_16
  • Cts hold-fix bufs: 0
  • Gates resized, CTS repair: 0
  • Reg clk slew, reported paths: 0.07 ns
  • Setup Fix Bufs, Post-CTS: 0
  • Num CTS Buffers: 9
  • Clock buffer depth: 2
  • # clock sinks: between 100 and 150
  • H-Tree Depth: 3

Power
  • Total power draw: ~4.9 mW
  • LEAKAGE: between 2 and 3 nW
  • VDD IR-drop max: 0.248 mV
  • Pwr dens: roughly 620 nW/um^2

Synthesis
  • Yosys warns: 2
  • Post-synth regs: slightly above 100
  • Chip Area, Yosys: 7210 um^2
  • Synth Cell Area: between 7000 and 8000 um^2
  • Number of cells in Yosys stat: approximately 790
  • Cell Type Count: 66
  • Post-Synthesis Cells: ~790
  • Syn_area_per_cell: roughly 9.2 um^2
  • EDFF count, synth: approximately 72
  • Commonest flop: edfxtp_1
  • Asr flop ratio synth: 0.294
  • Seq/Total Area, Yosys: 0.404

Final timing
  • Final setup viols: 0
  • Setup TNS: 0 ns
  • Slew Limit Headroom: 0.351
  • RSZ-0062 raised after global routing: false
  • Pins Over Slew Limit: 0
  • Max Fclk: 304 MHz
  • Fin. Hold Viols: 0
  • Cycle use final: 0.684
  • Worst clock skew: around 0.0096 ns
  • Final Critical Period: between 3 and 4 ns
  • Actual slew at the worst max-slew pin: just under 1 ns

Drt
  • WL/cell: around 23 um
  • Final WL: approximately 26000 um
  • Antenna diodes: 0
  • Initial DRC count: just over 900
  • DR pass1 iterations: 7
  • Routed vias/inst: between 6 and 7
  • Antenna viol nets, final: 0
  • DRC: 0
  • Via count: 6638

Setup path
  • CP Max Fanout: 24
  • Crit-path cells: buf_4, clkinv_1, ha_1, nor4_4, a221oi_1, nand2_1, o21ai_0, o21ai_0
  • Slowest stage cell, crit path: nor4_4
  • Type of the worst setup path: reg -> reg
  • CP required: between 5 and 6 ns
  • CP Launch Type: flop
  • Critical Path End Type: flop
  • Arr. time, crit path: 3.56 ns
  • Crit-path max cell delay: approximately 0.77 ns
  • Cell mode on critical path: o21ai_0

Floorplanning
  • Die ar.: approximately 25000 um^2
  • Die Wd: between 150 and 200 um
  • Fp_density: 0.306
  • Die Height: between 150 and 200 um
  • Area of the core: ~24000 um^2
  • Number of I/O pins: 24
  • # rows: between 50 and 60

Global routing
  • Total track usage: 0.222
  • Initial antenna violation count: 0
  • Overflow after GRT: 0
  • First-pass GRT wire length: 39100 um
  • Largest net degree at the start of global routing: ~65
  • Vias in the first global route: 6395

Placement
  • Port bufs: 23
  • Dpl hpwl: about 18000 um
  • Gp weighted congestion: 1.04

Cells and area
  • Area Overhead vs Synth: 10.6%
  • Proportion of layout cells with a drive suffix above 1: 0.0940

Worst hold path
  • Worst hold path class: reg -> reg

Job
  • Maxcap violations: 0
  • Tally of OpenROAD warnings: 32

Outcome
  • Status: finished, final reports clean
power breakdown:
group	total [mW]	switching [mW]	internal [mW]	leakage [nW]
Combinational	2.83	1.78	1.06	1.79
Clock	0.706	0.349	0.358	0.141
Sequential	1.37	0.251	1.12	1.01
Total	4.91	2.38	2.53	2.94
layer usage:
metal  part of all wire  wire length (um)  vias up  global-route usage
met3               0.15              3820       57               0.105
met4              0.027               688        0              0.0569
met2               0.43             10900      464               0.320
met5                  0                 0        -                   0
li1                   -                 -     2992                   -
met1               0.40             10300     3125               0.305
layout by cell type (no fill, tap or decap), drive strengths merged, types with 3 or more instances in the layout:
cell and n:
o21a 7, and2 6, a221o 6, inv 26, nand2 66, nand3b 3
mux2 13, a21oi 83, nand2b 9, a31oi 19, o22ai 5, buf 24
clkdlybuf4s50 22, nor2b 7, o21ai 35, a22o 9, a211oi 7, o2bb2ai 3
a222oi 19, dfrtp 29, nor3b 5, nor4 5, a221oi 28, o221ai 4
a22oi 58, edfxtp 72, nor3 4, clkbuf 9, a32oi 3, clkinv 6
nor2 86, ha 18, nand3 17, mux2i 35, xor2 3, o31ai 4
worst paths after layout:
path | from | end | slack, ns | cells after the start
max in group asynchronous | nrst | x.ready | 3.69 | 2
worst max register to register | x.i[2] | x.c[4] | 1.51 | 8
worst min-delay path | x.jm[3] | x.jm[3] | 0.50 | 1
worst min register to register | x.jm[3] | x.jm[3] | 0.50 | 1
min in group asynchronous | nrst | x.c[4] | 0.75 | 2
worst max-delay path | x.i[2] | x.c[4] | 1.51 | 8
sequential cells by signal, summed over array words and instances, names as in the netlist:
register / count
x.c: 8
x.d: 64
x.dataout: 8
x.i: 4
x.j: 4
x.jm: 4
x.m: 8
x.ready: 1
x.sorting: 1
cell usage after synthesis (all sizes together), types with 6 or more instances:
cell    number  area share
a22oi       58       0.060
a22o         9       0.011
a21oi       83       0.058
buf         27       0.020
inv         23       0.012
a211oi       7      0.0073
nor2b        7      0.0061
ha          18       0.031
a31oi       19       0.018
a222oi      19       0.026
a221o        6      0.0083
o21ai       35       0.027
o21a         7      0.0073
clkbuf      45       0.024
mux2        13       0.021
nand2       66       0.034
mux2i       35       0.049
edfxtp      72        0.30
nand2b       9      0.0078
nor2        86       0.045
a221oi      28       0.034
dfrtp       29        0.10
nand3       17       0.012
and2         6      0.0052
worst max-delay path, delay by kind of cell, from the launching register on:
| family | cells | cell delay [ns] |
|---|---|---|
| AOI/OAI and AO/OA | 3 | 0.59 |
| adders and majority gates | 1 | 0.61 |
| buffers and inverters | 2 | 0.79 |
| DFF | 1 | 0.32 |
| and+or+nand+nor | 2 | 0.86 |
logic make-up after synthesis:
| logic type | count (synthesis) | synth area share |
|---|---|---|
| AND-OR/OR-AND | 299 | 0.289 |
| AND/OR/NAND/NOR | 218 | 0.141 |
| flip-flops | 102 | 0.404 |
| buffers and inverters | 97 | 0.0569 |
| multiplexers | 49 | 0.0725 |
| adder cells (fa/ha/maj) | 18 | 0.0312 |
| XOR/XNOR | 4 | 0.00486 |
metrics by stage:
step	util	setup slack [ns]	area [um^2]	hold WS (ns)	cells
after floorplan	-	2.24	7210	0.454	787
after global placement	0.327	1.35	7690	0.489	1080
after detailed placement	0.327	1.28	7690	0.493	1080
after CTS	0.339	1.66	7970	0.509	1096
after global routing	0.339	1.40	7970	0.528	1096
final	0.339	1.51	7970	0.504	1096
layout make-up:
| class | count | area (um^2) |
|---|---|---|
| Clock buffer | 9 | 225 |
| Clock inverter | 7 | 53.8 |
| Fill cell | 2406 | 15600 |
| Inverter | 25 | 93.8 |
| Multi-Input combinational cell | 588 | 3890 |
| Sequential cell | 102 | 2920 |
| Tap cell | 319 | 399 |
| Timing Repair Buffer | 46 | 398 |
Power is estimated from default activity; no workload was simulated.
