$ cat /design/flow/run.sh
#!/bin/bash
# OpenROAD 26Q1-2900-gdf79404cd8, Yosys 0.63+post, stock flow scripts
make -C /OpenROAD-flow-scripts/flow DESIGN_CONFIG=/design/flow/config.mk WORK_HOME=/design/flow/orfs finish
$ cat /design/flow/config.mk
export PLATFORM = sky130hd
export DESIGN_NAME = ciruit
export DESIGN_NICKNAME = ciruit
export VERILOG_FILES = /design/flow/design.v
export SDC_FILE = /design/flow/constraint.sdc
export NUM_CORES = 4
export LEC_CHECK = 1
export CORE_AREA = 10 10 83 83
export DIE_AREA = 0 0 93 93
$ cat /design/flow/constraint.sdc
current_design ciruit

set clk_period 11.5
set clk_io_pct 0.2

create_clock -name clk0 -period $clk_period

set non_clock_inputs [all_inputs -no_clocks]
set_input_delay [expr $clk_period * $clk_io_pct] -clock clk0 $non_clock_inputs
set_output_delay [expr $clk_period * $clk_io_pct] -clock clk0 [all_outputs]
$ cat /design/flow/design.v
module sort_2_4_bit_num (input [3:0] first,second,output [7:0] result);
  assign result[7:0] = first[3:0] > second[3:0] ? 
                       {first[3:0],second[3:0]} : 
                       {second[3:0],first[3:0]};
endmodule
module ciruit(input [15:0] i, output [15 : 0] o);
  logic [3:0] first,second,third,fourth,sixth,seven;
  sort_2_4_bit_num r1(i[15:12],i[11:8],{first,second});
  sort_2_4_bit_num r2(i[7:4],i[3:0],{third,fourth});
  sort_2_4_bit_num r3(first,third,{o[15:12],sixth});
  sort_2_4_bit_num r4(second,fourth,{seven,o[3:0]});
  sort_2_4_bit_num r5(sixth,seven,o[11:4]);
endmodule
==> node_exporter_impl.prom <==
# HELP chip_impl_metric Flow report values
# TYPE chip_impl_metric gauge
chip_impl_info{name="outcome",value="completed"} 1
chip_impl_metric{name="areaGrowthSynthToFinish",unit="%"} 34.5
chip_impl_metric{name="openroad.warnings",unit=""} 32
chip_impl_metric{name="logic_area",unit="mm²"} 0.00111
chip_impl_metric{name="core_area",unit="mm²"} 0.00514
chip_impl_metric{name="yosys_warnings",unit=""} 0
chip_impl_metric{name="seq_cell_count",unit=""} 0
chip_impl_metric{name="finalInstanceArea",unit="mm²"} 0.00159
chip_impl_metric{name="post_cts_buffers",unit=""} 0
chip_impl_metric{name="hold_slack",unit="ns"} 5.82
chip_impl_metric{name="crit_required",unit="ns"} 9.20
chip_impl_metric{name="dr_total_vias",unit=""} 1207
chip_impl_metric{name="post_drt_via_cell_ratio",unit=""} 4.81
chip_impl_metric{name="finalCritPeriodShare",unit=""} 0.877
chip_impl_metric{name="sequential_cell_area_fraction_in_the_yosys_report",unit=""} 0
chip_impl_info{name="cp-start-kind",value="primary input"} 1
chip_impl_metric{name="cap_viol_max_count",unit=""} 0
chip_impl_metric{name="gr-usage-all-layers",unit=""} 0.0787
chip_impl_metric{name="worstMarginPinSlew",unit="ns"} 0.590
chip_impl_metric{name="die-area",unit="mm²"} 0.00865
chip_impl_metric{name="power.leakage",unit="nW"} 0.688
chip_impl_metric{name="yosys-stat-cells",unit=""} 149
chip_impl_metric{name="detailedRoute.firstPassIterationCount",unit=""} 4
chip_impl_metric{name="post_synth_inst_count",unit=""} 149
chip_impl_metric{name="final.setup.tns",unit="ns"} 0
chip_impl_metric{name="final_max_slew_viol_count",unit=""} 0
chip_impl_metric{name="ios",unit=""} 32
chip_impl_metric{name="grt_pass1_wl",unit="µm"} 5800
chip_impl_metric{name="num_antenna_cells",unit=""} 0
chip_impl_metric{name="synth_cell_type_count",unit=""} 44
chip_impl_metric{name="postLayoutCoreUtil",unit=""} 0.310
chip_impl_metric{name="port_buffers",unit=""} 32
chip_impl_metric{name="pre_cts_setup_slack",unit="ns"} 1.39
chip_impl_metric{name="vdd_ir_drop_max",unit="V"} 0.000106
chip_impl_metric{name="sequential_cell_area_in_the_final_layout",unit="µm²"} 0
chip_impl_info{name="final_layout_top_logic_cell",value="sky130_fd_sc_hd__clkdlybuf4s50_1"} 1
chip_impl_metric{name="cts-hold-fix-buffers",unit=""} 0
chip_impl_metric{name="via_count_of_the_first_global_routing_pass",unit=""} 1258
chip_impl_metric{name="floorplan.core_util",unit=""} 0.230
chip_impl_metric{name="place_congestion",unit=""} 0.936
chip_impl_metric{name="grt_start_max_net_pins",unit=""} 11
chip_impl_metric{name="drc",unit=""} 0
chip_impl_metric{name="antenna_left",unit=""} 0
chip_impl_metric{name="ys_chip_area",unit="mm²"} 0.00118
chip_impl_metric{name="power-per-cell-area",unit="mW/mm²"} 153
chip_impl_metric{name="cp_data_arrival_time",unit="ns"} 7.79
chip_impl_metric{name="slew_headroom",unit=""} 0.601
chip_impl_info{name="rsz0062_at_grt",value="false"} 1
chip_impl_metric{name="clkbuf_count",unit=""} 0
chip_impl_metric{name="globalRouteOverflowTotal",unit=""} 0
chip_impl_metric{name="hold_violations",unit=""} 0
chip_impl_metric{name="detail_route.wirelength",unit="µm"} 3340
chip_impl_metric{name="setup_ws",unit="ns"} 1.41
chip_impl_metric{name="wl_per_cell",unit="µm"} 13.3
chip_impl_metric{name="grt_antenna_before_repair",unit=""} 0
chip_impl_metric{name="post_synth.cell_area_avg",unit="µm²"} 7.94
chip_impl_metric{name="drt_iter0_drcs",unit=""} 52
chip_impl_info{name="kind_of_end_point_of_the_critical_path",value="output port"} 1
chip_impl_metric{name="setup_viol_count_final",unit=""} 0
chip_impl_metric{name="final_layout_size_suffix_gt1_frac",unit=""} 0.122
chip_impl_info{name="timing_worst_setup_path_type",value="in -> out"} 1
chip_impl_metric{name="die_x",unit="µm"} 93
chip_impl_metric{name="post_synth_instance_area",unit="mm²"} 0.00118
chip_impl_metric{name="placementRows",unit=""} 26
chip_impl_metric{name="max_freq",unit="MHz"} 99.1
chip_impl_metric{name="final.fill_count",unit=""} 579
chip_impl_metric{name="post_cts_sizing_count",unit=""} 0
chip_impl_metric{name="placed_cell_area",unit="mm²"} 0.00159
chip_impl_info{name="hold_path_class",value="in -> out"} 1
chip_impl_info{name="final_cell_mix",value="sky130_fd_sc_hd__clkdlybuf4s50_1, sky130_fd_sc_hd__inv_1, sky130_fd_sc_hd__ha_1"} 1
chip_impl_metric{name="post-route-min-period",unit="ns"} 10.09
chip_impl_metric{name="max_fanout_on_critical_path",unit=""} 9
chip_impl_metric{name="die_h",unit="µm"} 93
chip_impl_metric{name="hpwl",unit="µm"} 2960
-- report_power, final --
group / internal, W / switching, W / total, W
combinational: 0.000138 / 0.000106 / 0.000244
sequential: 0 / 0 / 0
clock: 0 / 0 / 0
-- cell families after synthesis --
family | after synthesis | share of synthesized area
fa+ha+maj | 17 | 0.180
simple gates | 34 | 0.154
buf+inv | 19 | 0.0603
mux | 22 | 0.192
compound gates | 57 | 0.413
-- final timing paths --
check	start	end	slack, ns	depth (start not counted)
worst min-delay path	i[4]	o[12]	5.82	5
worst max-delay path	i[11]	o[6]	1.41	22
-- cells in the mapped netlist (4+ instances only) --
cell type / instances / share of area
sky130_fd_sc_hd__inv_1: 19 / 0.060
sky130_fd_sc_hd__ha_1: 17 / 0.18
sky130_fd_sc_hd__mux2i_1: 16 / 0.14
sky130_fd_sc_hd__a21oi_1: 10 / 0.042
sky130_fd_sc_hd__nand2_1: 8 / 0.025
sky130_fd_sc_hd__nor2_1: 7 / 0.022
sky130_fd_sc_hd__mux2_2: 6 / 0.057
sky130_fd_sc_hd__o21ai_1: 6 / 0.025
sky130_fd_sc_hd__a31oi_1: 5 / 0.026
sky130_fd_sc_hd__o21a_1: 5 / 0.032
sky130_fd_sc_hd__and2_1: 4 / 0.021
sky130_fd_sc_hd__nand3_1: 4 / 0.017
sky130_fd_sc_hd__o21ai_0: 4 / 0.017
sky130_fd_sc_hd__o2bb2ai_1: 4 / 0.030
-- worst max-delay path, stage by stage --
cell and delay (ns):
sky130_fd_sc_hd__clkdlybuf4s50_1 0.53, sky130_fd_sc_hd__inv_1 0.06, sky130_fd_sc_hd__ha_1 0.31, sky130_fd_sc_hd__nor2_1 0.06
sky130_fd_sc_hd__a41o_1 0.24, sky130_fd_sc_hd__nor2_2 0.33, sky130_fd_sc_hd__mux2i_1 0.36, sky130_fd_sc_hd__inv_1 0.08
sky130_fd_sc_hd__ha_1 0.33, sky130_fd_sc_hd__nand2_1 0.12, sky130_fd_sc_hd__a21oi_1 0.06, sky130_fd_sc_hd__a221o_1 0.36
sky130_fd_sc_hd__o22ai_4 0.31, sky130_fd_sc_hd__mux2_2 0.40, sky130_fd_sc_hd__ha_1 0.31, sky130_fd_sc_hd__nor2b_1 0.12
sky130_fd_sc_hd__o21ai_0 0.08, sky130_fd_sc_hd__nand2b_1 0.07, sky130_fd_sc_hd__a21oi_1 0.08, sky130_fd_sc_hd__a41oi_1 0.48
sky130_fd_sc_hd__mux2_2 0.40, sky130_fd_sc_hd__clkdlybuf4s50_1 0.42
-- cell type report --
cell class,instances,area share
timing repair buffer,32,0.201
tap,70,0.0550
multi-input combinational,130,0.699
inverter,19,0.0448
-- stage by stage --
stage          power [W]  instances
2_1_floorplan   0.000142        149
3_3_place_gp    0.000247        251
3_5_place_dp    0.000245        251
4_1_cts         0.000248        251
5_1_grt         0.000277        251
6_report        0.000244        251
-- routing by layer --
metal,routed length [µm],global-route usage
met1,1840,0.117
met3,138,0.0121
met4,0,0
met5,0,0
met2,1370,0.124
Power figures rest on the tool's default switching activity, not on a simulated workload.
