<file path="design.v">
module Gray_code_decoder_8_bit(input [7:0]a, input x,output [7:0]o,output x_o);
  assign o[7]=a[7]^x;
  genvar i;
  for (i=6;i>=0;i=i-1)
    assign o[i]=a[i]^o[i+1];
  assign x_o=o[0];
endmodule
module Gray_code_decoder_32_bit(input [31:0]i, output [31:0] o);
  Gray_code_decoder_8_bit g0(i[24+:8],1'b0,o[24+:8],x0);
  Gray_code_decoder_8_bit g1(i[16+:8],x0,o[16+:8],x1);
  Gray_code_decoder_8_bit g2(i[8+:8],x1,o[8+:8],x2);
  Gray_code_decoder_8_bit g3(i[0+:8],x2,o[0+:8],c);
endmodule
</file>
<file path="run.sh">
#!/bin/bash
# OpenROAD 26Q1-2900-gdf79404cd8, Yosys 0.63+post, stock flow scripts
make -C /OpenROAD-flow-scripts/flow DESIGN_CONFIG=/design/flow/config.mk WORK_HOME=/design/flow/orfs finish
</file>
<file path="config.mk">
export PLATFORM = sky130hd
export DESIGN_NAME = Gray_code_decoder_32_bit
export DESIGN_NICKNAME = Gray_code_decoder_32_bit
export VERILOG_FILES = /design/flow/design.v
export SDC_FILE = /design/flow/constraint.sdc
export NUM_CORES = 4
export LEC_CHECK = 1
export CORE_AREA = 10 10 70 70
export DIE_AREA = 0 0 80 80
</file>
<file path="constraint.sdc">
current_design Gray_code_decoder_32_bit

set clk_period 8.6
set clk_io_pct 0.2

create_clock -name clk0 -period $clk_period

set non_clock_inputs [all_inputs -no_clocks]
set_input_delay [expr $clk_period * $clk_io_pct] -clock clk0 $non_clock_inputs
set_output_delay [expr $clk_period * $clk_io_pct] -clock clk0 [all_outputs]
</file>
==> deck_impl_summary.md <==
Flow Results at a Glance

Status
  – Status: finished clean

Clock tree
  – Setup bufs post-CTS: 0
  – Cts repair resizes: 0
  – Cts hold-fix bufs: 0

Final timing
  – RSZ-0062 raised after global routing: false
  – Period Utilization, post-route: 0.743
  – Setup ws final: 2210 ps
  – Slew Viols, Final: 0
  – Min Tclk post-route: 6390 ps
  – # setup viols final: 0
  – Final Hold Viols: 0
  – Peak Freq: 156 MHz
  – Setup TNS: 0 ps
  – Slew HR: 0.672
  – Worst-margin pin slew: approximately 500 ps

Synthesis
  – Area leader, netlist: xnor2_1
  – # Cells Yosys: 68
  – Post-Syn Area: ~840 um2
  – Synthesized netlist cell count: 68
  – Synth cell types: 13
  – Top cell area share: 0.302
  – Sequential share of the synthesized area: 0
  – Yosys stat area: ~840 um2
  – Ys Warns: 4
  – Average size of a mapped cell: 12.4 um2
  – Top cells by area: xnor2_1, xnor3_1, xnor3_4, xor3_1, xor2_1

Power and ir drop
  – Peak VDD IR: 0.000260 V
  – Leakage: 0.651 nW
  – Power density cells: 344 nW/um2

Worst setup path
  – Crit path DAT: 4670 ps
  – Req. time, crit path: 6880 ps
  – Critical Setup Path Class: in2out
  – Critical Path End Type: primary output
  – Crit-path max FO: 11
  – CP startpoint kind: primary input

Floorplan
  – Std-Cell Rows: 21
  – IO Count: 64
  – Placeable Area: 3420 um2
  – Width of the chip: 80 um
  – Starting density of the core: 0.247
  – Die H: 80 um
  – Chip area: about 6400 um2

Final layout
  – Layout cell share with drive strength beyond 1: 0.0640
  – Final Core Density: 0.435
  – Design area: 1490 um2
  – Seq. cell area: 0 um2
  – Flops: 0
  – Area growth from synthesis to layout: 76.5%
  – Clock buf count: 0
  – Number of fill cells: 337

Place
  – Place WS: 2200 ps
  – I/O Buffers: 64
  – DP Area: 1490 um2
  – RD Place Congestion: 0.802
  – Post-DP HPWL: 2030 um

GRT
  – Initial antenna violation count: 0
  – Tot GR Track Use: 0.0661
  – Pin count of the biggest net entering global routing: 12
  – Vias in the first global route: 714
  – Global-route wire length before repair: 3390 um
  – GR Overflow Total: 0

Drt
  – Routed Antenna Nets: 0
  – Wire per inst: 13.0 um
  – DRC: 0
  – Routed vias: 648
  – 1st-iter DRT viols: 1
  – DR pass1 iterations: 2
  – WL final: 2220 um
  – # diodes: 0
  – Via-per-instance ratio: 3.79

Run
  – Log Warnings: 32
  – # Max-Cap Violations: 0

Hold path
  – Hold Crit Class: in2out
## routing by layer
| layer | up-vias | GRT usage | share of wire | routed length (um) |
|---|---|---|---|---|
| met3 | 0 | 0.0443 | 0.19 | 432 |
| met4 | 0 | 0 | 0 | 0 |
| met1 | 274 | 0.0892 | 0.43 | 955 |
| met2 | 49 | 0.0915 | 0.38 | 836 |
| met5 | - | 0 | 0 | 0 |
| li1 | 325 | - | - | - |
## cell usage in the layout, fill, tap and decap left out
cell type,netlist,routed
xor2_1,8,8
inv_1,4,4
xnor3_4,3,3
xnor2_1,29,29
xnor3_2,2,2
clkdlybuf4s50_1,0,64
xnor3_1,9,9
clkinv_2,1,1
xor2_2,1,1
xnor2_4,1,1
xor3_1,3,3
## kinds of logic (layout without fill, tap and decap cells)
logic type | count (synthesis) | after routing | share of synthesized area
xor gates and xnor gates | 56 | 56 | 0.912
buffers and inverters | 12 | 69 | 0.0877
## cell usage after synthesis
cell	instances
xnor2_1	29
xnor3_1	9
xor2_1	8
buf_4	5
inv_1	4
xnor3_4	3
xor3_1	3
xnor3_2	2
buf_2	1
buf_6	1
clkinv_2	1
xnor2_4	1
xor2_2	1
## stage by stage
| step | instances | hold slack (ps) | total power [mW] |
|---|---|---|---|
| 6_report | 171 | 4330 | 0.511 |
| 5_1_grt | 171 | 4350 | 0.564 |
| 4_1_cts | 171 | 4330 | 0.528 |
| 3_5_place_dp | 171 | 4330 | 0.521 |
| 3_3_place_gp | 171 | 4320 | 0.527 |
| 2_1_floorplan | 68 | 3470 | 0.258 |
## where the power goes
part / total [mW] / switching (mW) / internal (mW) / leakage (nW)
clock: 0 / 0 / 0 / 0
sequential: 0 / 0 / 0 / 0
combinational: 0.511 / 0.125 / 0.387 / 0.651
## critical path, cell delays in order
cell	delay (ps)
clkdlybuf4s50_1	530
xor3_1	550
xor3_1	390
xnor3_2	430
clkinv_2	190
xnor3_1	390
clkdlybuf4s50_1	470
## area by class of cell
type               instances  area (um2)  area share
repair buffers            64         641       0.431
well taps                 46        57.6      0.0387
inverters                  5        20.0      0.0135
multi-input cells         56         768       0.517
## final timing paths
kind / slack (ps) / cells past startpoint / startpoint / endpoint
max: 2210 / 7 / i[25] / o[2]
min: 4330 / 2 / i[31] / o[31]
No activity file was given, so power comes from the tool's default toggle rates.
